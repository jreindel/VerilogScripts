==> ./run.sh <==
#!/bin/bash
# OpenROAD 26Q1-2900-gdf79404cd8, Yosys 0.63+post, stock flow scripts
make -C /OpenROAD-flow-scripts/flow DESIGN_CONFIG=/design/flow/config.mk WORK_HOME=/design/flow/orfs finish
==> ./config.mk <==
export PLATFORM = sky130hd
export DESIGN_NAME = Ethernet_Frame_Builder_AXIS
export DESIGN_NICKNAME = Ethernet_Frame_Builder_AXIS
export VERILOG_FILES = /design/flow/design.v
export SDC_FILE = /design/flow/constraint.sdc
export NUM_CORES = 4
export LEC_CHECK = 1
export CORE_UTILIZATION = 50
==> ./constraint.sdc <==
current_design Ethernet_Frame_Builder_AXIS

set clk_period 7.0
set clk_io_pct 0.2

create_clock -name clk0 -period $clk_period [get_ports {cclk}]

set non_clock_inputs [all_inputs -no_clocks]
set_input_delay [expr $clk_period * $clk_io_pct] -clock clk0 $non_clock_inputs
set_output_delay [expr $clk_period * $clk_io_pct] -clock clk0 [all_outputs]
==> ./design.v <==
`timescale 1ns / 1ps
module Ethernet_Frame_Builder_AXIS(
    input wire cclk,  
    input wire reset_n,  
    input wire [ 47 : 0 ] dMAC,  
    input wire [ 47 : 0 ] sMAC,  
    input wire [ 15 : 0 ] eType,  
    input wire [63:0] s_axis_tdata,  
    input wire [7:0] s_axis_tkeep,  
    input wire s_axis_tvalid,  
    output reg s_axis_tready,  
    input wire s_axis_tlast,  
    input wire s_axis_tuser,  
    output reg [63:0] m_axis_tdata,  
    output reg [7:0] m_axis_tkeep,  
    output reg m_axis_tvalid,  
    input wire m_axis_tready,  
    output reg m_axis_tlast,  
    output reg m_axis_tuser,  
    output reg err_pipe_jam  
    );
    parameter IDLE      = 3'h0,
              HEADER1   = 3'h1,
              HEADER2   = 3'h2,
              STREAM    = 3'h3,
              LAST      = 3'h4,
              ONE_MORE  = 3'h5;
    wire reset;
    wire [63:0] tdata_out;
    wire [7:0] tkeep_out;
    reg [2:0] state, nextState;
    reg [63:0] data_buf_0; 
    reg [63:0] data_buf_1;
    reg [63:0] data_buf_2;
    reg [47:0] data_buf_3;
    reg [63:0] data_buf_next_0;
    reg [63:0] data_buf_next_1;
    reg [63:0] data_buf_next_2;
    reg [47:0] data_buf_next_3;
    reg [7:0] keep_buf_0;
    reg [7:0] keep_buf_1;
    reg [7:0] keep_buf_2;
    reg [5:0] keep_buf_3;
    reg [7:0] keep_buf_next_0;
    reg [7:0] keep_buf_next_1;
    reg [7:0] keep_buf_next_2;
    reg [5:0] keep_buf_next_3;
    reg last_buf_0;
    reg last_buf_1;
    reg last_buf_2;
    reg last_buf_3;
    reg last_buf_next_0;
    reg last_buf_next_1;
    reg last_buf_next_2;
    reg last_buf_next_3;
    reg user_buf_0;
    reg user_buf_1;
    reg user_buf_2;
    reg user_buf_3;
    reg user_buf_next_0;
    reg user_buf_next_1;
    reg user_buf_next_2;
    reg user_buf_next_3;
    assign reset = !reset_n;
    assign tdata_out = {data_buf_3, data_buf_2[63:48]};  
    assign tkeep_out  ={keep_buf_3, keep_buf_2[7:6]};  
    initial begin
        s_axis_tready = 0;
        m_axis_tdata = 0;
        m_axis_tkeep = 0;
        m_axis_tvalid = 0;
        m_axis_tlast = 0;
        m_axis_tuser = 0;
        err_pipe_jam = 0;
        state = IDLE;
        nextState = IDLE;
        data_buf_0 = 0;
        data_buf_1 = 0;
        data_buf_2 = 0;
        data_buf_3 = 0;
        data_buf_next_0 = 0;
        data_buf_next_1 = 0;
        data_buf_next_2 = 0;
        data_buf_next_3 = 0;
        keep_buf_0 = 0;
        keep_buf_1 = 0;
        keep_buf_2 = 0;
        keep_buf_3 = 0;
        keep_buf_next_0 = 0;
        keep_buf_next_1 = 0;
        keep_buf_next_2 = 0;
        keep_buf_next_3 = 0;
        last_buf_0 = 0;
        last_buf_1 = 0;
        last_buf_2 = 0;
        last_buf_3 = 0;
        last_buf_next_0 = 0;
        last_buf_next_1 = 0;
        last_buf_next_2 = 0;
        last_buf_next_3 = 0;
        user_buf_0 = 0;
        user_buf_1 = 0;
        user_buf_2 = 0;
        user_buf_3 = 0;
        user_buf_next_0 = 0;
        user_buf_next_1 = 0;
        user_buf_next_2 = 0;
        user_buf_next_3 = 0;
    end
    always @(*) begin
        data_buf_next_0 =  s_axis_tdata;
        data_buf_next_1 = data_buf_0;
        data_buf_next_2 = data_buf_1;
        data_buf_next_3 = data_buf_2[48:0];
        keep_buf_next_0 =  s_axis_tkeep;
        keep_buf_next_1 = keep_buf_0;
        keep_buf_next_2 = keep_buf_1;
        keep_buf_next_3 = keep_buf_2[5:0];
        last_buf_next_0 = s_axis_tlast;
        last_buf_next_1 = last_buf_0;
        last_buf_next_2 = last_buf_1;
        last_buf_next_3 = last_buf_2; 
        user_buf_next_0 = s_axis_tuser;
        user_buf_next_1 = user_buf_0;
        user_buf_next_2 = user_buf_1;
        user_buf_next_3 = user_buf_2;
    end
    always @(posedge cclk or posedge reset) begin
        if(reset) begin
            data_buf_0 <= 0;
            keep_buf_0 <= 0;
            last_buf_0 <= 0;
            user_buf_0 <= 0;
        end
        else begin
            data_buf_0 <= data_buf_next_0;            
            keep_buf_0 <= keep_buf_next_0;            
            last_buf_0 <= last_buf_next_0;            
            user_buf_0 <= user_buf_next_0;        
        end
    end
    always @(negedge cclk or posedge reset) begin
        if(reset) begin
            data_buf_1 <= 0;
            data_buf_2 <= 0;
            data_buf_3 <= 0;
            keep_buf_1 <= 0;
            keep_buf_2 <= 0;
            keep_buf_3 <= 0;
            last_buf_1 <= 0;
            last_buf_2 <= 0;
            last_buf_3 <= 0;
            user_buf_1 <= 0;
            user_buf_2 <= 0;
            user_buf_3 <= 0; 
        end
        else begin
            data_buf_1 <= data_buf_next_1;
            data_buf_2 <= data_buf_next_2;
            data_buf_3 <= data_buf_next_3;
            keep_buf_1 <= keep_buf_next_1;
            keep_buf_2 <= keep_buf_next_2;
            keep_buf_3 <= keep_buf_next_3;
            last_buf_1 <= last_buf_next_1;
            last_buf_2 <= last_buf_next_2;
            last_buf_3 <= last_buf_next_3;
            user_buf_1 <= user_buf_next_1;
            user_buf_2 <= user_buf_next_2;
            user_buf_3 <= user_buf_next_3;
        end
    end
    always @(*) begin
        case (state)
            IDLE: begin         
                m_axis_tdata = 0; 
                m_axis_tkeep = 0;
                m_axis_tvalid = 0;
                s_axis_tready = 1;
                m_axis_tlast = 0;
                m_axis_tuser = 0;
                err_pipe_jam = 0;
                if(s_axis_tvalid) begin
                    nextState = HEADER1;
                end
                else begin
                    nextState = IDLE;
                end
            end
            HEADER1: begin         
                m_axis_tdata = {dMAC[47:0],sMAC[47:32]}; 
                m_axis_tkeep = 8'hff;
                m_axis_tvalid = 1;
                s_axis_tready = 1;
                m_axis_tlast = 0;
                m_axis_tuser = 0;
                if(!m_axis_tready)
                    err_pipe_jam = 1;
                else
                    err_pipe_jam = 0;
                nextState = HEADER2;
            end
            HEADER2: begin         
                m_axis_tdata = {sMAC[31:0],eType[15:0],tdata_out[15:0]}; 
                m_axis_tkeep = {6'b111111,tkeep_out[1:0]};
                m_axis_tvalid = 1;
                s_axis_tready = 1;
                m_axis_tlast = 0;
                m_axis_tuser = 0;
                if(!m_axis_tready)
                    err_pipe_jam = 1;
                else
                    err_pipe_jam = 0;
                nextState = STREAM;
            end
            STREAM: begin         
                m_axis_tdata = tdata_out; 
                m_axis_tkeep = tkeep_out;
                m_axis_tvalid = 1;
                s_axis_tready = 1;
                m_axis_tlast = 0;
                m_axis_tuser = 0;
                if(!m_axis_tready)
                    err_pipe_jam = 1;
                else
                    err_pipe_jam = 0;
                if(last_buf_0) begin  
                    nextState = LAST;
                end
                else begin
                    nextState = STREAM;
                end
            end
            LAST: begin         
                m_axis_tdata = tdata_out; 
                m_axis_tkeep = tkeep_out;
                m_axis_tvalid = 1;
                s_axis_tready = 0;
                m_axis_tuser = 0;
                if(last_buf_1) begin  
                    if(keep_buf_1[5:0] != 6'b000000) begin  
                        m_axis_tlast = 0;
                        nextState = ONE_MORE;
                    end
                    else begin  
                        m_axis_tlast = last_buf_1;
                        m_axis_tuser = user_buf_1;
                        nextState = IDLE;
                    end
                end
                else begin  
                    m_axis_tlast = 0;
                    nextState = STREAM;
                end
            end
            ONE_MORE: begin         
                m_axis_tdata = tdata_out; 
                m_axis_tkeep = tkeep_out;
                m_axis_tvalid = 1;
                s_axis_tready = 0;
                m_axis_tlast = last_buf_2;
                m_axis_tuser = user_buf_2;
                nextState = IDLE;
            end
            default: begin
                m_axis_tdata = 0; 
                m_axis_tkeep = 0;
                m_axis_tvalid = 0;
                s_axis_tready = 1;
                m_axis_tlast = 0;
                m_axis_tuser = 0;
                err_pipe_jam = 0;
                nextState = IDLE;
            end
        endcase
    end
    always @(negedge cclk or posedge reset) begin
        if(reset) begin
            state <= IDLE;
        end
        else begin
            state <= nextState;
        end
    end
endmodule
==> flow_metrics.tcl <==
# flow metrics
set metrics [dict create \
    coreArea_um2 16100 \
    crit_type "reg2out" \
    ys_sh_simple_pct 1.44 \
    outcome "finished with violations" \
    vias 5123 \
    syn2layout_area_growth_pct 56.6 \
    adder_share_pct 0.300 \
    most_common_cell "dfrtn_1" \
    syn-cell-area_um2 8340 \
    yosys_area_um2 8340 \
    synth_cells 460 \
    edf_count 0 \
    dp_hpwl_um 10300 \
    mux_share_pct 0 \
    synth.top_cell.area_share_pct 61.5 \
    drtIter0Drc 219 \
    route.detailed.wl_per_inst_um 19.2 \
    clk_pin_slew_ns 0.05 \
    syn_avg_cell_area_um2 18.1 \
    ctsLongestPathBuffers 3 \
    untimed_endpoints 2 \
    ys_cells 460 \
    clkLatencyLatePin_ns 0.51 \
    place_area_um2 11300 \
    gp_congestion 0.866 \
    worstPathRequired_ns 5.60 \
    grt_setup_unrepaired "true" \
    unclocked_regs 1 \
    pre_cts_ws_ns 0.00578 \
    drv_cap 0 \
    synthAoiAreaFrac_pct 12.7 \
    gr-total-overflow 0 \
    dieWidth_um 131 \
    ir_drop_mv 0.361 \
    ant_nets 0 \
    hold_violations 0 \
    endpoint_kind "output port" \
    ys.flop_type "dfrtn_1" \
    io_buffers 266 \
    wirelength_um 20000 \
    numCtsBuffers 25 \
    holdWs_ns 0.292 \
    synth_cell_types 29 \
    tool_warnings 29 \
    ys_async_sr_fraction_pct 99.6 \
    drive_gt1_share_pct 17.2 \
    regArea_um2 7000 \
    startpoint_type "flop" \
    yosys_warnings 1 \
    relSlewSlack_pct 64.8 \
    htreeDepth 1 \
    rows 46 \
    violations "negative setup slack" \
    p_leak_nw 6.51 \
    fin_util_pct 81.3 \
    drcViolationCount 0 \
    fp_util_pct 51.9 \
    viasPerCell 4.92 \
    cts-root-buf "clkbuf_16" \
    setup_violations 37 \
    grt_pass1_wl_um 28300 \
    yosys-top-cells-area "dfrtn_1 61%, dfrtp_1 22%, a22o_1 6.7%, a21o_1 5.1%, buf_2 0.72%" \
    antenna_found_initial 2 \
    cts_tree "yes" \
    grt_max_degree 88 \
    die_area_um2 17200 \
    power.density_nw_per_um2 395 \
    min_path_type "reg2reg" \
    tightest_slew_ns 0.527 \
    xor_area_share_pct 0.105 \
    fillers 800 \
    drv_slew 0 \
    design.portCount 267 \
    setup_ws_ns -0.246 \
    cp_max_fo 11 \
    grtUsageTotal_pct 22.9 \
    drt-pass1-iter-count 6 \
    grt_pass1_vias 5206 \
    synthTopLogicFamily "AND-OR/OR-AND gates" \
    ys_ff 280 \
    die_h_um 131 \
    postLayoutCellArea_um2 13100 \
    yosys-top-cells-count "205 x dfrtn_1, 74 x dfrtp_1, 64 x a22o_1" \
    yosysTopAreaCell "dfrtn_1" \
    cp.arrival_ns 5.85 \
    skew_ns 0.0204 \
    area.combinational_um2 1270 \
]
repair_timing:
item / in CTS / in global routing
endpoints found under the setup margin: 76 / 64
resized: 68 / 88
hold buffers: 0 / 0
gates cloned: 6 / 8
pin swaps: 7 / 36
setup buffers: 13 / 39
power breakdown:
| part | total (mW) | internal, mW | switching (mW) |
|---|---|---|---|
| clock network | 1.39 | 0.848 | 0.541 |
| logic | 2.02 | 1.28 | 0.741 |
| registers | 1.75 | 1.71 | 0.0336 |
stage by stage:
step                      total power [mW]  TNS [ns]  cells
after CTS                             4.86     -9.15    998
after floorplan                       2.31         0    460
after global routing                  5.40     -8.50   1042
final                                 5.16     -5.82   1042
after global placement                3.16         0    934
after detailed placement              3.19         0    934
layout make-up:
class	count	share of cell area [%]
clock buffer	35	5.38
multi-input combinational	155	9.72
tap	216	2.07
clock inverter	10	1.18
antenna	1	0.0192
timing repair buffer	342	28.0
inverter	3	0.105
sequential	280	53.6
metal layers:
layer  track usage (%)  up-vias  routed length [µm]
li1                  -     2298                   -
met1              37.5     2524                8150
met2              33.0      260                9290
met3              7.59       39                1960
met4              5.10        2                 618
met5                 0        -                  12
cells in the final DEF (no fill, tap or decap), types with 2 or more instances in the layout:
cell type and count:
dfrtn_1 205, clkdlybuf4s50_1 202, dfrtp_1 74, a22o_1 63, a21o_1 56, buf_4 33, clkbuf_16 32, dlymetal6s2s_1 32
buf_6 17, clkbuf_2 16, buf_12 14, dlygate4sd2_1 8, clkdlybuf4s15_1 7, clkbuf_1 6, clkinv_2 5, nand3_1 4
nor2_1 4, clkbuf_8 4, bufinv_16 4, buf_8 4, o21ai_0 3, nand2_1 3, inv_1 2, nor3b_4 2
buf_16 2
sequential cells by signal, summed over array words and instances (netlist names), 3 cells and up:
register / count
data_buf_0: 64
data_buf_1: 64
data_buf_2: 64
data_buf_3: 48
keep_buf_0: 8
keep_buf_1: 8
keep_buf_2: 8
keep_buf_3: 6
state: 3
logic make-up after synthesis:
family / count (synthesis)
AND-OR/OR-AND: 131
flip-flops: 279
XOR/XNOR: 1
AND/OR/NAND/NOR: 21
adder cells (fa/ha/maj): 2
latches: 1
buffers and inverters: 25
critical path, cell delays in order, from the launching register on:
cell and delay, ns:
dfrtn_1 0.44, buf_4 0.14, inv_4 0.05, ha_4 0.17, a21o_4 0.27, buf_12 0.17
a21o_1 0.17, clkdlybuf4s50_1 0.41
final timing paths:
check	cells past startpoint	slack, ns	end	start
min reg2reg	0	0.29	data_buf_2[53]$_DFF_NN0_	data_buf_1[53]$_DFF_NN0_
min in group asynchronous	1	0.85	data_buf_0[52]$_DFF_PN0_	reset_n
max in group asynchronous	2	1.91	data_buf_3[10]$_DFF_NN0_	reset_n
min	0	0.29	data_buf_2[53]$_DFF_NN0_	data_buf_1[53]$_DFF_NN0_
max reg2reg	2	2.51	state[2]$_DFF_NN0_	last_buf_0$_DFF_PN0_
max	7	-0.25	m_axis_tdata[40]	state[1]$_DFF_NN0_
Power figures rest on the tool's default switching activity, not on a simulated workload.
